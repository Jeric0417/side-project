**/design/flow/design.v**
```verilog
module LASER (
           input CLK,
           input RST,
           input [3:0] X,
           input [3:0] Y,
           output reg [3:0] C1X,
           output reg [3:0] C1Y,
           output reg [3:0] C2X,
           output reg [3:0] C2Y,
           output reg DONE);
wire chang_up_0, chang_up_1, chang_up_2, chang_up_3, chang_up_4;
wire chang_down_0, chang_down_1, chang_down_2, chang_down_3    ;
wire scan_end                      ;
reg  second                        ;
reg  check                         ;
reg  a                             ;
reg [5:0] counter_stoer            ;
reg [3:0] soter_x [0:39]           ;
reg [3:0] soter_y [0:39]           ;
reg [3:0] scan_x, scan_y           ; 
reg [3:0] scan_max_x, scan_max_y   ;
reg [3:0] point_x, point_y         ;
reg [3:0] record_x, record_y       ;
reg [3:0] b_x, b_y, b_x2, b_y2     ;
reg [4:0] number                   ;
reg [4:0] big_number               ;
reg [3:0] circular_x [0:20]        ;
reg [3:0] circular_y [0:20]        ;
reg [39:0] target_point            ;
reg [20:0] target_point2           ;
reg [3:0] Current_state, Next_state;
parameter Read_data    = 4'd0;
parameter Scan_up      = 4'd1;
parameter Scan_down    = 4'd2;
parameter Scan_up2     = 4'd3;
parameter Scan_down2   = 4'd4;
parameter Calculate    = 4'd5;
parameter Second_poing = 4'd6;
parameter Store_max_p  = 4'd7;
parameter Out_data     = 4'd8;
parameter Wait         = 4'd9;
integer i;
always @(posedge CLK or posedge RST) 
begin
    if (RST)
        Current_state <= Read_data; 
    else
        Current_state <= Next_state;
end
always @(*)
begin
    case(Current_state)
        4'd0: Next_state = (counter_stoer==6'd39)? Scan_up : Read_data;
        4'd1:
        begin
            if(point_y==4'd0 && chang_up_0)
                Next_state = Scan_down;
            else if(point_y==4'd1 && chang_up_1)
                Next_state = Scan_down;
            else if(point_y==4'd2 && chang_up_2)
                 Next_state = Scan_down;
            else if(point_y==4'd3 && chang_up_3)
                 Next_state = Scan_down;
            else if(chang_up_4)
                 Next_state = Scan_down;
            else
                Next_state = Scan_up;
        end
        4'd2:
         begin
            if(chang_down_3)
                Next_state = Calculate;
            else
                Next_state = Scan_down;
        end
        4'd3:
        begin
            if(point_y==4'd0 && chang_up_0)
                Next_state = Scan_down;
            else if(point_y==4'd1 && chang_up_1)
                Next_state = Scan_down2;
            else if(point_y==4'd2 && chang_up_2)
                 Next_state = Scan_down2;
            else if(point_y==4'd3 && chang_up_3)
                 Next_state = Scan_down2;
            else if(chang_up_4)
                 Next_state = Scan_down2;
            else
                Next_state = Scan_up2;
        end
        4'd4:
         begin
            if(chang_down_3)
                Next_state = Calculate;
            else
                Next_state = Scan_down2;
        end
        4'd5: 
        begin
            if(scan_end && check)
                Next_state = Scan_up;
            else if(point_x==4'd15 && point_y==4'd11)
                Next_state = Second_poing;
            else if(second)
                Next_state = Scan_up2;
            else
                Next_state = Scan_up;
        end
        4'd6: 
        begin
            if(a && record_x==b_x && record_y==b_y)
                Next_state = Out_data;
             else
                Next_state = Store_max_p;
        end 
        4'd7: Next_state = Scan_up;
        4'd8: Next_state = Wait;
        4'd9: Next_state = Read_data;
    endcase
end
always @(posedge CLK or posedge RST)
begin
    if(RST)
        counter_stoer <= 6'd0;
    else
        if(counter_stoer==6'd40)
            counter_stoer <= 6'd0;
        else if(Current_state==Read_data && counter_stoer==6'd39)
            counter_stoer <= 6'd0;
        else if(Current_state==Second_poing)
            counter_stoer <= 6'd0;
        else if(Current_state==Read_data || Current_state==Scan_up || Current_state==Scan_down || Current_state==Scan_up2 || Current_state==Scan_down2)
            counter_stoer <= counter_stoer+6'd1;
        else
            counter_stoer <= 6'd0;
end
always @(posedge CLK or posedge RST)
begin
    if(RST)
        for(i=0; i<40; i=i+1)
        begin
            soter_x[i] <= 4'd0;
        end
    else
        if(Current_state==Read_data)
            soter_x[counter_stoer] <= X;
end
always @(posedge CLK or posedge RST)
begin
    if(RST)
        for(i=0; i<40; i=i+1)
        begin
            soter_y[i] <= 4'd0;
        end
    else
        if(Current_state==Read_data)
            soter_y[counter_stoer] <= Y;
end
always @(posedge CLK or posedge RST)
begin
    if(RST)
        second <= 1'd0;
    else if(Current_state==Out_data)
        second <= 1'd0;
    else if(scan_end && point_y==4'd11 && point_x==4'd15 && second && Current_state==Calculate)
        second <= 1'd0;
    else if(scan_end && point_y==4'd11 && point_x==4'd15 && Current_state==Calculate)
        second <= 1'd1;
end
always @(posedge CLK or posedge RST)
begin
    if(RST)
        a <= 1'd0;
    else if(Current_state==Out_data)
        a <= 1'd0;
    else if(Current_state==Second_poing && second)
        a <= 1'd1;
end
always @(posedge CLK or posedge RST)
begin
    if(RST)
        check <= 1'd0;
    else if(Current_state==Out_data)
        check <= 1'd0;
    else if(Current_state==Store_max_p)
        check <= 1'd1;
    else if(Current_state==Calculate && check && scan_end)
        check <= 1'd0;
end
always @(posedge CLK or posedge RST)
begin
    if(RST)
        point_x <= 4'd0;
    else if(Current_state==Calculate && point_x==4'd15  && point_y==4'd11)
        point_x <= record_x;
    else if(Current_state==Calculate && scan_end && check)
        point_x <= 4'd0;
    else if(Current_state==Out_data || (Current_state==Calculate && point_x==4'd15 && point_y==4'd11 && second))
        point_x <= 4'd0;
    else
        point_x <= (Current_state==Calculate && point_y==4'd11)? point_x+4'd1 : point_x;
end
always @(posedge CLK or posedge RST)
begin
    if(RST)
        point_y <= 4'd0;
    else if(Current_state==Calculate && point_x==4'd15  && point_y==4'd11)
        point_y <= record_y;
    else if(Current_state==Calculate && scan_end && check)
        point_y <= 4'd0;
    else if(Current_state==Out_data || (Current_state==Calculate && point_x==4'd15 && point_y==4'd11 && second))
        point_y <= 4'd0;
    else if(Current_state==Calculate && point_y==4'd11)
        point_y <= 4'd0;
    else
        point_y <= (Current_state==Calculate)? point_y+4'd1 : point_y;
end
assign scan_end     = (point_y+4'd4==scan_y)? 1'd1 : 1'd0;
assign chang_up_0   = (point_y==scan_y   && scan_max_x==scan_x)? 1'd1 : 1'd0;
assign chang_up_1   = (point_y-1==scan_y && scan_max_x==scan_x)? 1'd1 : 1'd0;
assign chang_up_2   = (point_y-2==scan_y && scan_max_x==scan_x)? 1'd1 : 1'd0;
assign chang_up_3   = (point_y-3==scan_y && scan_max_x==scan_x)? 1'd1 : 1'd0;
assign chang_up_4   = (point_y-4==scan_y)? 1'd1 : 1'd0;
assign chang_down_0 = (point_y==scan_y-1 && scan_max_x==scan_x)? 1'd1 : 1'd0;
assign chang_down_1 = (point_y==scan_y-2 && scan_max_x==scan_x)? 1'd1 : 1'd0;
assign chang_down_2 = (point_y==scan_y-3 && scan_max_x==scan_x)? 1'd1 : 1'd0;
assign chang_down_3 = (point_y==scan_y-4)? 1'd1 : 1'd0;
always @(posedge CLK or posedge RST)
begin
    if(RST)
        scan_max_x <= 4'd4;
    else begin
        if(Current_state==Calculate && point_y==4'd11 && point_x==4'd15)
            scan_max_x <= 4'd4;
        else if(Current_state==Calculate && scan_end && check)
            scan_max_x <= 4'd4;
        else if(Current_state==Calculate || Current_state==Second_poing)
        begin
            if(point_x==4'd0 && point_y==4'd11)
                scan_max_x <= 4'd5;
            else 
                scan_max_x <= (point_x<12)? point_x+4'd4 : 4'd15;
        end
        else if(Current_state==Scan_up || Current_state==Scan_down || Current_state==Scan_up2 || Current_state==Scan_down2 || Current_state==Second_poing)
        begin
            if((chang_up_3 || chang_up_2) && scan_y==4'd0)
                 scan_max_x <= (point_x<12)? point_x+4'd3 : 4'd15; 
            else if(chang_up_0 || chang_up_1 || chang_up_4 ||chang_down_0)
                scan_max_x <= (point_x<12)? point_x+4'd3 : 4'd15; 
            else if(chang_up_2 || chang_down_1)
                scan_max_x <= (point_x<13)? point_x+4'd2 : 4'd15;
            else if(chang_up_3 || chang_down_2)
                scan_max_x <= point_x;
        end
    end
end
always @(posedge CLK or posedge RST)
begin
    if(RST)
        scan_max_y <= 4'd0;
    else begin
        if(Current_state==Calculate && scan_end && check)
            scan_max_y <= 4'd0;
        else if(Current_state==Current_state==Scan_up || Current_state==Scan_up2 || Current_state==Scan_down2 || Current_state==Second_poing)
            scan_max_y <= (point_y>11)? 4'd15 : point_y+4'd4;
    end
end
always @(posedge CLK or posedge RST)
begin
    if(RST)
        scan_x <= 4'd0;
    else begin
        if(Current_state==Out_data || (Current_state==Calculate && point_x==4'd15 && point_y==4'd11))
            scan_x <= 4'd0;
        else if(Current_state==Calculate && scan_end && check)
            scan_x <= 4'd0;
        else if(Current_state==Calculate || Current_state==Second_poing)
            scan_x <= (point_x>4'd3)? point_x-4'd4 : 4'd0;
        else if(scan_end)
            scan_x <= scan_x;
        else if(Current_state==Scan_up || Current_state==Scan_down || Current_state==Scan_up2 || Current_state==Scan_down2)
        begin
            if((chang_up_3 || chang_up_2) && scan_y==4'd0)
                scan_x <= (point_x>4'd3)? point_x-4'd3 : 4'd0;
            else if(chang_up_0 || chang_up_1 || chang_down_0 || chang_up_4)
                scan_x <= (point_x>4'd3)? point_x-4'd3 : 4'd0;
            else if(chang_up_2 || chang_up_2 || chang_down_1)
                scan_x <= (point_x>4'd2)? point_x-4'd2 : 4'd0;
            else if(chang_up_3 || chang_down_2)
                scan_x <= point_x;
            else
                scan_x <= scan_x+4'd1;
        end
    end 
end
always @(posedge CLK or posedge RST)
begin
    if(RST)
        scan_y <= 4'd0;
    else begin
        if(Current_state==Out_data || (Current_state==Calculate && point_x==4'd15 && point_y==4'd11))
            scan_y <= 4'd0;
        else if(Current_state==Calculate && scan_end && check)
            scan_y <= 4'd0;
        else if(Current_state==Calculate)
            scan_y <= (point_y==4'd11)? 4'd0 : point_y+4'd1;
        else if(Current_state==Second_poing)
            scan_y <= point_y;
        else if(Current_state==Scan_down || Current_state==Scan_down2)
        begin
            if(scan_end)
                scan_y <= scan_y;
            else
                scan_y <=(scan_x==scan_max_x)? scan_y+4'd1 : scan_y;
        end
        else if(Current_state==Scan_up || Current_state==Scan_up2 || Current_state==Scan_down || Current_state==Scan_down2)
        begin
            if(chang_up_4)
                scan_y <= point_y+4'd1;
            else if(scan_end)
                scan_y <= (point_y>4'd4)? point_y-4'd4 : 4'd0;
            else if(scan_x==scan_max_x && scan_y==4'd0)
                scan_y <= point_y+4'd1;
            else if (scan_x==scan_max_x)
                scan_y <= scan_y-4'd1;
        end
    end 
end
always @(*)
begin
    if(Current_state==Scan_up || Current_state==Scan_up2 || Current_state==Scan_down || Current_state==Scan_down2)
    begin
        for(i=0; i<40; i=i+1)
        begin
            target_point[i] = (soter_x[i]==scan_x && soter_y[i]==scan_y)? 1'd1 : 1'd0;
        end
    end
    else begin
        target_point = 40'd0;
    end
end
always @(*)
begin
    if(a==1'd1 && check==1'd0)
    begin
        for(i=0; i<21; i=i+1)
        begin
            if(circular_x[i]==scan_x && circular_y[i]==scan_y)
            begin
                target_point2[i] = 1'd1;
            end
            else begin
                target_point2[i] = 1'd0;
            end
        end
    end
    else begin
        target_point2 = 20'd0; 
    end
end
always @(posedge CLK or posedge RST)
begin
    if(RST)
    begin
        for(i=0; i<21; i=i+1)
        begin
            circular_x[i] = 4'd0;
        end
    end
    else begin
        if(check)
        begin
            circular_x[number] = (target_point!==40'd0)? scan_x : 4'd0;
        end
        else begin
            if(Current_state==Calculate && point_x==4'd15 && point_y==4'd11)
            begin
                for(i=0; i<21; i=i+1)
                begin
                    circular_x[i] = 4'd0;
                end
            end
        end
    end
end
always @(posedge CLK or posedge RST)
begin
    if(RST)
    begin
        for(i=0; i<21; i=i+1)
        begin
            circular_y[i] = 4'd0;
        end
    end
    else begin
        if(check)
        begin
            circular_y[number] = (target_point!==40'd0)? scan_y : 4'd0;
        end
        else begin
            if(Current_state==Calculate && point_x==4'd15 && point_y==4'd11)
            begin
                for(i=0; i<21; i=i+1)
                begin
                    circular_y[i] = 4'd0;
                end
            end
        end
    end
end
always @(posedge CLK or posedge RST)
begin
    if(RST)
        number <= 5'd0;
    else
        if(Current_state==Scan_up || Current_state==Scan_down || Current_state==Scan_up2 || Current_state==Scan_down2)
            number <= (target_point!==40'd0 && target_point2==21'd0)? number+5'd1 : number;   
        else if(Current_state==Calculate || Current_state==Second_poing)
            number <= 5'd0;   
end
always @(posedge CLK or posedge RST)
begin
    if(RST)
        big_number <= 5'd0;
    else
        if(Current_state==Calculate && check && scan_end)
            big_number <= 5'd0;
        else if(Current_state==Calculate && point_x==4'd15 && point_y==4'd11 && second)
            big_number <= 5'd0;
        else if(Current_state==Calculate)
            big_number <= (big_number>=number)? big_number : number;
        else if(Current_state==Second_poing)
            big_number <= 5'd0;     
end
always @(posedge CLK or posedge RST)
begin
    if(RST)
        record_x <= 4'd0;
    else
        if(Current_state==Second_poing)
            record_x <= 4'd0;     
        else if(Current_state==Calculate)
            record_x <= (big_number>=number)? record_x : point_x;
end
always @(posedge CLK or posedge RST)
begin
    if(RST)
        record_y <= 4'd0;
    else
        if(Current_state==Second_poing)
            record_y <= 4'd0;  
        else if(Current_state==Calculate)
            record_y <= (big_number>=number)? record_y : point_y;
end
always @(posedge CLK or posedge RST)
begin
    if(RST)
        b_x <= 4'd0;
    else
        if(point_x==4'd15 && point_y==4'd11 && second==1'd0 && scan_end)
            b_x <= record_x;     
end
always @(posedge CLK or posedge RST)
begin
    if(RST)
        b_y <= 4'd0;
    else
        if(point_x==4'd15 && point_y==4'd11 && second==1'd0 && scan_end)
            b_y <= record_y;     
end
always @(posedge CLK or posedge RST)
begin
    if(RST)
        b_x2 <= 4'd0;
    else
        if(point_x==4'd15 && point_y==4'd11 && second==1'd1)
            b_x2 <= record_x;     
end
always @(posedge CLK or posedge RST)
begin
    if(RST)
        b_y2 <= 4'd0;
    else
        if(point_x==4'd15 && point_y==4'd11 && second==1'd1)
            b_y2 <= record_y;     
end
always @(posedge CLK or posedge RST)
begin
    if(RST)
        DONE <= 1'd0;
    else
        if(Current_state==Out_data)
            DONE <= 1'd1;
        else
            DONE <= 1'd0;
end
always @(posedge CLK or posedge RST)
begin
    if(RST)
        C1Y <= 4'd0;
    else
        if(Current_state==Out_data)
            C1Y <= b_y;
        else
            C1Y <= 4'd0;
end
always @(posedge CLK or posedge RST)
begin
    if(RST)
        C1X <= 1'd0;
    else
        if(Current_state==Out_data)
            C1X <= b_x;
        else
            C1X <= 4'd0;
end
always @(posedge CLK or posedge RST)
begin
    if(RST)
        C2Y <= 1'd0;
    else
        if(Current_state==Out_data)
            C2Y <= b_y2;
        else
            C2Y <= 4'd0;
end
always @(posedge CLK or posedge RST)
begin
    if(RST)
        C2X <= 1'd0;
    else
        if(Current_state==Out_data)
            C2X <= b_x2;
        else
            C2X <= 4'd0;
end
endmodule
```
**/design/flow/run.sh**
```bash
#!/bin/bash
# OpenROAD 26Q1-2900-gdf79404cd8, Yosys 0.63+post, stock flow scripts
make -C /OpenROAD-flow-scripts/flow DESIGN_CONFIG=/design/flow/config.mk WORK_HOME=/design/flow/orfs finish
```
**/design/flow/config.mk**
```make
export PLATFORM = sky130hd
export DESIGN_NAME = LASER
export DESIGN_NICKNAME = LASER
export VERILOG_FILES = /design/flow/design.v
export SDC_FILE = /design/flow/constraint.sdc
export NUM_CORES = 4
export LEC_CHECK = 1
export CORE_UTILIZATION = 30
```
**/design/flow/constraint.sdc**
```tcl
current_design LASER

set clk_period 9.1
set clk_io_pct 0.2

create_clock -name clk0 -period $clk_period [get_ports {CLK}]

set non_clock_inputs [all_inputs -no_clocks]
set_input_delay [expr $clk_period * $clk_io_pct] -clock clk0 $non_clock_inputs
set_output_delay [expr $clk_period * $clk_io_pct] -clock clk0 [all_outputs]
```
==> impl_metrics.json <==
{
  "syn_to_final_growth_pct": 11.0,
  "clk_pin_slew_ns": 0.06,
  "core_um2": 100000,
  "fin_crit_sh_pct": 59.0,
  "timing.hold.ws_ns": 0.473,
  "cp-end-kind": "flop",
  "cp_data_arrival_time_ns": 5.84,
  "fin_ws_ns": 3.73,
  "layout_top_cell": "dfrtp_1",
  "ys_sh_adder_pct": 1.72,
  "initCoreUtil_pct": 30.4,
  "grt.overflow.total": 0,
  "syn_area_per_cell_um2": 11.2,
  "postCtsSetupRepairBufs": 0,
  "min_path_type": "reg -> reg",
  "cts.htree.levels": 2,
  "chipHeight_um": 321,
  "synthXorXnorAreaFrac_pct": 15.5,
  "unclocked_pins": 4,
  "gp_congestion": 0.897,
  "finalWirelength_mm": 75.2,
  "synthTopLogicFamily": "XOR/XNOR gates",
  "ir_drop_uv": 147,
  "synthSimpleGateAreaFrac_pct": 10.5,
  "grt_max_degree": 123,
  "wire_per_inst_um": 18.5,
  "rsz0062_at_grt": "no",
  "tightestPinTransition_ns": 0.923,
  "status": "finished clean",
  "dpl_worst_slack_ns": 3.76,
  "ys.flops": 576,
  "vias": 20400,
  "ff_type": "dfrtp_1",
  "antennaDiodeCount": 0,
  "drt-initial-drc-count": 1444,
  "critical_path_class": "reg -> reg",
  "hold_viol": 0,
  "synth-area-yosys_um2": 30500,
  "port_buffers": 26,
  "setup_viol": 0,
  "grt_pass1_wl_mm": 121,
  "cts_resized": 0,
  "finalCriticalPeriod_ns": 5.37,
  "relSlewSlack_pct": 38.3,
  "p_per_area_nw_per_um2": 161,
  "comb_area_um2": 14900,
  "fillers": 10000,
  "ios": 27,
  "required_ns": 9.57,
  "seq_area_um2": 14400,
  "dr.pass1.iters": 7,
  "skew_ns": 0.0266,
  "ys_types": 86,
  "unconstrained_endpoints": 8,
  "async_flop_share_pct": 99.3,
  "cts.hold.buffers_added": 0,
  "via_per_inst": 5.01,
  "total_power_mw": 5.45,
  "cts-root-buf": "clkbuf_16",
  "antenna_found_initial": 0,
  "drc": 0,
  "cap_violations": 0,
  "grt_pass1_vias": 20400,
  "clk-insertion-delay-late_ns": 0.64,
  "start_kind": "flop",
  "clockBufferDepth": 3,
  "die_width_um": 321,
  "final.setup.tns_ns": 0,
  "synthCells": 2717,
  "ys_sh_mux_pct": 12.8,
  "drive_above_1_share_pct": 19.6,
  "path_max_fanout": 68,
  "compound_area_share_pct": 8.26,
  "yosysCellCount": 2717,
  "layout_top_cells": "dfrtp_1, mux2_2, xor2_1, xnor2_1, o31ai_1",
  "leakage_nw": 13.7,
  "maxSlewViolCount": 0,
  "dpl.hpwl_mm": 44.2,
  "chipArea_um2": 103000,
  "max_freq_ghz": 0.186,
  "grt_use_total_pct": 15.2,
  "cts_made_buffers": 58,
  "syn_area_um2": 30500,
  "warnings": 59,
  "ant_nets": 0,
  "cts_tree": "built",
  "ys.warnings.count": 5,
  "num_rows": 116,
  "edf_count": 0
}
==> logic make-up after synthesis <==
kind of cell,after synthesis
AND/OR/NAND/NOR,643
flip-flops,572
XOR/XNOR,533
multiplexers,348
AND-OR/OR-AND,343
buffers and inverters,232
adder cells (fa/ha/maj),42
latches,4
==> power by group <==
part	total (mW)	internal (mW)	switching, mW
clock network	2.53	1.49	1.04
logic	0.245	0.107	0.138
registers	2.67	2.62	0.0533
total	5.45	4.22	1.23
==> final timing paths <==
| check | from | endpoint | slack [ns] | depth (start not counted) |
|---|---|---|---|---|
| worst min register to register | b_y2[2]$_DFFE_PP0P_ | C2Y[2]$_DFF_PP0_ | 0.47 | 1 |
| max in group asynchronous | RST | soter_x[4][3]$_DFFE_PP0P_ | 5.70 | 4 |
| worst max register to register | scan_y[2]$_DFFE_PP0P_ | circular_y[5][2]$_DFFE_PP0P_ | 3.73 | 11 |
| worst max-delay path | scan_y[2]$_DFFE_PP0P_ | circular_y[5][2]$_DFFE_PP0P_ | 3.73 | 11 |
| worst min-delay path | b_y2[2]$_DFFE_PP0P_ | C2Y[2]$_DFF_PP0_ | 0.47 | 1 |
| min in group asynchronous | RST | soter_x[30][3]$_DFFE_PP0P_ | 1.63 | 2 |
==> critical path, stage by stage (launching register included) <==
cell and delay, ns:
dfrtp_4 0.74, buf_4 0.58, xor2_1 0.21, nor4_1 0.07
nand2_1 0.07, nand4_1 0.17, nor4_1 0.59, nand4_1 0.55
nand2_4 0.59, buf_4 0.65, buf_4 0.69, o31ai_1 0.17
==> per-layer routing <==
metal	up-vias	GRT usage, %	wire length (um)
met5	-	0	0
met4	0	2.37	1220
met3	99	3.40	4410
met2	427	23.0	33900
met1	10300	23.1	35700
li1	9485	-	-
==> layout make-up <==
class                      instances  area share (%)
inverter                          32           0.366
clock inverter                    25           0.919
timing repair buffer              79            2.01
sequential                       576            42.5
clock buffer                      84            5.11
multi-input combinational       1909            44.1
tap                             1357            5.01
==> flip-flops by register name (all words and copies together) (netlist names), 5 cells and up <==
name,flops
circular_y,84
big_number,5
soter_x,160
number,5
soter_y,160
circular_x,84
counter_stoer,6
==> per-stage QoR <==
stage / cell area, um2 / cells / util [%]
2_1_floorplan: 30500 / 2717 / -
3_3_place_gp: 31800 / 3953 / 31.7
3_5_place_dp: 31800 / 3953 / 31.7
4_1_cts: 33900 / 4062 / 33.7
5_1_grt: 33900 / 4062 / 33.7
6_report: 33900 / 4062 / 33.7
==> cells in the mapped netlist, types with 32 or more instances <==
| master | number | share of area, % |
|---|---|---|
| a21oi_1 | 52 | 0.85 |
| buf_2 | 32 | 0.52 |
| buf_4 | 39 | 0.96 |
| clkbuf_1 | 89 | 1.1 |
| dfrtp_1 | 571 | 47 |
| ha_1 | 42 | 1.7 |
| mux2_2 | 328 | 12 |
| nand2_1 | 159 | 2.0 |
| nand3_1 | 155 | 2.5 |
| nand4_1 | 76 | 1.6 |
| nor2_1 | 98 | 1.2 |
| nor4_1 | 75 | 1.5 |
| o31ai_1 | 170 | 4.2 |
| xnor2_1 | 249 | 7.1 |
| xor2_1 | 279 | 8.0 |
Power and IR drop assume default switching activity.
